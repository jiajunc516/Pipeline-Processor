File: flow/run.sh
#!/bin/bash
# OpenROAD 26Q1-2900-gdf79404cd8, Yosys 0.63+post, stock flow scripts
make -C /OpenROAD-flow-scripts/flow DESIGN_CONFIG=/design/flow/config.mk WORK_HOME=/design/flow/orfs finish
File: flow/config.mk
export PLATFORM = sky130hd
export DESIGN_NAME = mux4
export DESIGN_NICKNAME = mux4
export VERILOG_FILES = /design/flow/design.v
export SDC_FILE = /design/flow/constraint.sdc
export NUM_CORES = 4
export LEC_CHECK = 1
export CORE_AREA = 10 10 96 96
export DIE_AREA = 0 0 106 106
File: flow/constraint.sdc
current_design mux4

set clk_period 3.1
set clk_io_pct 0.2

create_clock -name clk0 -period $clk_period

set non_clock_inputs [all_inputs -no_clocks]
set_input_delay [expr $clk_period * $clk_io_pct] -clock clk0 $non_clock_inputs
set_output_delay [expr $clk_period * $clk_io_pct] -clock clk0 [all_outputs]
File: flow/design.v
package riscv_package;
  typedef enum logic [3:0]{
    ALU_AND = 4'b0000,
    ALU_OR  = 4'b0001,
    ALU_ADD = 4'b0010,
    ALU_SUB = 4'b0110,
    ALU_BLT  = 4'b0111,  
    ALU_SLT = 4'b1100,
    ALU_BEQ = 4'b0011,
    ALU_XOR = 4'b0100,
    ALU_BNE = 4'b0101,
    ALU_SRL = 4'b1000,
    ALU_SRA = 4'b1001,
    ALU_SLL = 4'b1010,
    ALU_BGE = 4'b1011,
    ALU_SLTU = 4'b1101,
    ALU_BLTU = 4'b1110,
    ALU_BGEU = 4'b1111
  } alu_operation_e;
  typedef  enum logic[6:0]{
    OP_LOAD       = 7'b0000011  ,
    OP_LOAD_FP    = 7'b0000111  ,
    OP_CUSTOM_0   = 7'b0001011  ,
    OP_MISC_MEM   = 7'b0001111  ,
    OP_OP_IMM     = 7'b0010011  ,
    OP_AUIPC      = 7'b0010111  ,
    OP_OP_IMM_32  = 7'b0011011  ,
    OP_STORE      = 7'b0100011  ,
    OP_STORE_FP   = 7'b0100111  ,
    OP_CUSTOM_1   = 7'b0101011  ,
    OP_AMO        = 7'b0101111  ,
    OP_OP         = 7'b0110011  ,
    OP_LUI        = 7'b0110111  ,
    OP_OP_32      = 7'b0111011  ,
    OP_MADD       = 7'b1000011  ,
    OP_MSUB       = 7'b1000111  ,
    OP_NMSUB      = 7'b1001011  ,
    OP_NMADD      = 7'b1001111  ,
    OP_OP_FP      = 7'b1010011  ,
    OP_CUSTOM_2   = 7'b1011011  ,
    OP_BRANCH     = 7'b1100011  ,
    OP_JALR       = 7'b1100111  ,
    OP_JAL        = 7'b1101111  ,
    OP_SYSTEM     = 7'b1110011  ,
    OP_CUSTOM_3   = 7'b1111011
  } opcode32_e;
  typedef struct packed  {
    logic [ 6: 0] func7;
    logic [ 4: 0] rs2;
    logic [ 4: 0] rs1;
    logic [ 2: 0] func3;
    logic [ 4: 0] rd;
    opcode32_e    opcode;
  } rtype_t;
  typedef struct packed {
    logic [11: 0] imm;
    logic [ 4: 0] rs1;
    logic [ 2: 0] func3;
    logic [ 4: 0] rd;
    opcode32_e    opcode;
  } itype_t;
  typedef struct packed {
    logic [ 6: 0] imm5_11;
    logic [ 4: 0] rs2;
    logic [ 4: 0] rs1;
    logic [ 2: 0] func3;
    logic [ 4: 0] imm0_4;
    opcode32_e    opcode;
  } stype_t;
  typedef struct packed {
    logic         imm12;
    logic [ 5: 0] imm10_5;
    logic [ 4: 0] rs2;
    logic [ 4: 0] rs1;
    logic [ 2: 0] func3;
    logic [ 3: 0] imm4_1;
    logic         imm11;
    opcode32_e    opcode;
  } btype_t;
  typedef struct packed {
    logic [19: 0] imm7;
    logic [ 4: 0] rd;
    opcode32_e    opcode;
  } utype_t;
  typedef struct packed {
    logic         imm20;
    logic [ 9: 0] imm10_1;
    logic         imm11;
    logic [ 7: 0] imm19_12;
    logic [ 4: 0] rd;
    opcode32_e    opcode;
  } jtype_t;
  typedef union packed {
    rtype_t rinst;
    itype_t iinst;
    stype_t sinst;
    btype_t binst;
    utype_t uinst;
    jtype_t jinst;
    logic [31:0] bits;
  } riscv_inst32_t;
endpackage:riscv_package
module mux4
    #(parameter WIDTH = 32)
    (input logic [WIDTH-1:0] d00, d01, d10, d11,
     input logic [1:0] s,
     output logic [WIDTH-1:0] y);
	assign y = (s==2'b11) ? d11 : (s==2'b10) ? d10 : (s==2'b01) ? d01 : d00;
endmodule:mux4
==> out/results.ini <==
[route]
remaining_drc_errors=0
drt-total-wl_microns=6810
via_per_inst=4.104
drt-initial-drc-count=22
ant_nets=0
vias=1223
drt-wirelength-per-cell_microns=22.85
drt_pass1_iterations=3

[worst_setup_path]
cp_top_family=buffers and inverters
crit_top_cell=clkdlybuf4s50_1
worstPathMaxFanout=32
crit_slowest_cell=clkdlybuf4s50_1
end_kind=primary output
worst-path-buf-inv=3
worstPathArrival_ns=2.13
max_stage_delay_ns=0.50
worstPathRequired_ns=2.48
path_cells=clkdlybuf4s50_1, buf_12, mux4_2, clkdlybuf4s50_1
criticalPathCategory=in -> out
start_kind=primary input

[yosys]
postSynthSeqShare_pct=0
ys_cells=39
syn_inst=39
synth.distinct_cells=5
syn_area_per_cell_sq_um=20.89
yosysChipArea_sq_um=814.5
netlist_area_sq_um=814.5
yosysWarnings=0

[timing]
drv_slew=0
max_slew.worst_pin.slew_ns=0.3269
setup_tns_ns=0
finalSetupViolCount=0
finalCritPeriodShare_pct=88.87
rsz0062_at_grt=false
period_minus_slack_ns=2.755
slew_headroom_pct=78.21
finalWorstSetupSlack_ns=0.3451
hold_viol=0
clock.fmax_mhz=363.0

[pwr]
p_leak_nw=0.8744
vdd_drop_max_mv=0.04345
p_per_area_mw_per_mm2=139.1

[layout]
seqCellArea_sq_um=0
area_growth_pct=210.1
drive_gt1_share_pct=17.68
ff_count=0
nClkBuffers=0

[die]
dieHeight_microns=106
io_pins=162
die_area_sq_mm=0.01124
fp-utilization_pct=11.29
rows=31
chipWidth_microns=106
core_sq_mm=0.007214

[placed_design]
dp_hpwl_microns=6399
place_ws_ns=0.3104
gp_congestion=0.8595
port_buffers=162

[job]
log.warning_count=32
cap_violations=0

[grt]
grt_pass1_wl_microns=9646
grt_overflow=0
antenna_found_initial=1
grt_usage_pct=11.56
grt_pass1_vias=1547
grt_start_max_net_pins=33

[clocking]
postCtsHoldBufs=0
ctsResizeCount=0
cts_setup_buffers=0

[worst_hold_path]
hold_path.class=in -> out

[status]
status=finished clean

[routing by layer]
metal	up-vias	part of all wire (%)	wire, microns	track usage [%]
met3	6	17	1164	7.829
met2	132	43	2915	18.24
met5	-	0	0	0
met1	558	38	2571	12.78
met4	0	2.3	158	2.321
li1	527	-	-	-
[through the flow]
step / std cells / cell area (sq um) / total power, mW / util, % / hold slack, ns
finish: 298 / 2526 / 0.3515 / 35.02 / 2.283
global route: 297 / 2524 / 0.3761 / 34.98 / 2.343
CTS: 297 / 2524 / 0.3578 / 34.98 / 2.308
detailed placement: 297 / 2524 / 0.3560 / 34.98 / 2.307
global placement: 297 / 2524 / 0.3571 / 34.98 / 2.305
floorplan: 39 / 814.5 / 0.09122 / - / 1.326
[final timing paths]
| check | startpoint | endpoint | slack (ns) | depth (start not counted) |
|---|---|---|---|---|
| setup / recovery | s[1] | y[11] | 0.35 | 4 |
| hold / removal | s[0] | y[18] | 2.28 | 3 |
[kinds of logic (layout without fill, tap and decap cells)]
family,Yosys count,count (layout),share of synthesized area [%]
other,0,1,0
buffers and inverters,7,166,10.60
muxes,32,32,89.40
[cell usage in the layout (no fill, tap or decap), drive strengths merged]
cell type / Yosys / layout
buf: 7 / 5
mux4: 32 / 32
diode: 0 / 1
clkdlybuf4s50: 0 / 161
[layout make-up]
| type | count | area (sq um) |
|---|---|---|
| diodes | 1 | 2.502 |
| fillers | 699 | 4688 |
| multi-input cells | 32 | 728.2 |
| well taps | 99 | 123.9 |
| repair buffers | 166 | 1672 |
[worst min-delay path: cells and delay by family]
| kind | cells | cell delay (ns) |
|---|---|---|
| muxes | 1 | 0.28 |
| buffers and inverters | 2 | 0.76 |
[synthesized netlist by cell type]
master / number / share of area [%]
buf_2: 3 / 1.8
buf_6: 1 / 1.4
buf_12: 3 / 7.4
mux4_1: 2 / 6.5
mux4_2: 30 / 83
[power by group]
part	internal, mW	switching, mW
Combinational	0.280	0.0715
Sequential	0	0
Clock	0.0000000432	0
Total	0.280	0.0715
Power figures rest on the tool's default switching activity, not on a simulated workload.
