## flow/design.v

```verilog
package riscv_package;
  typedef enum logic [3:0]{
    ALU_AND = 4'b0000,
    ALU_OR  = 4'b0001,
    ALU_ADD = 4'b0010,
    ALU_SUB = 4'b0110,
    ALU_BLT  = 4'b0111,  
    ALU_SLT = 4'b1100,
    ALU_BEQ = 4'b0011,
    ALU_XOR = 4'b0100,
    ALU_BNE = 4'b0101,
    ALU_SRL = 4'b1000,
    ALU_SRA = 4'b1001,
    ALU_SLL = 4'b1010,
    ALU_BGE = 4'b1011,
    ALU_SLTU = 4'b1101,
    ALU_BLTU = 4'b1110,
    ALU_BGEU = 4'b1111
  } alu_operation_e;
  typedef  enum logic[6:0]{
    OP_LOAD       = 7'b0000011  ,
    OP_LOAD_FP    = 7'b0000111  ,
    OP_CUSTOM_0   = 7'b0001011  ,
    OP_MISC_MEM   = 7'b0001111  ,
    OP_OP_IMM     = 7'b0010011  ,
    OP_AUIPC      = 7'b0010111  ,
    OP_OP_IMM_32  = 7'b0011011  ,
    OP_STORE      = 7'b0100011  ,
    OP_STORE_FP   = 7'b0100111  ,
    OP_CUSTOM_1   = 7'b0101011  ,
    OP_AMO        = 7'b0101111  ,
    OP_OP         = 7'b0110011  ,
    OP_LUI        = 7'b0110111  ,
    OP_OP_32      = 7'b0111011  ,
    OP_MADD       = 7'b1000011  ,
    OP_MSUB       = 7'b1000111  ,
    OP_NMSUB      = 7'b1001011  ,
    OP_NMADD      = 7'b1001111  ,
    OP_OP_FP      = 7'b1010011  ,
    OP_CUSTOM_2   = 7'b1011011  ,
    OP_BRANCH     = 7'b1100011  ,
    OP_JALR       = 7'b1100111  ,
    OP_JAL        = 7'b1101111  ,
    OP_SYSTEM     = 7'b1110011  ,
    OP_CUSTOM_3   = 7'b1111011
  } opcode32_e;
  typedef struct packed  {
    logic [ 6: 0] func7;
    logic [ 4: 0] rs2;
    logic [ 4: 0] rs1;
    logic [ 2: 0] func3;
    logic [ 4: 0] rd;
    opcode32_e    opcode;
  } rtype_t;
  typedef struct packed {
    logic [11: 0] imm;
    logic [ 4: 0] rs1;
    logic [ 2: 0] func3;
    logic [ 4: 0] rd;
    opcode32_e    opcode;
  } itype_t;
  typedef struct packed {
    logic [ 6: 0] imm5_11;
    logic [ 4: 0] rs2;
    logic [ 4: 0] rs1;
    logic [ 2: 0] func3;
    logic [ 4: 0] imm0_4;
    opcode32_e    opcode;
  } stype_t;
  typedef struct packed {
    logic         imm12;
    logic [ 5: 0] imm10_5;
    logic [ 4: 0] rs2;
    logic [ 4: 0] rs1;
    logic [ 2: 0] func3;
    logic [ 3: 0] imm4_1;
    logic         imm11;
    opcode32_e    opcode;
  } btype_t;
  typedef struct packed {
    logic [19: 0] imm7;
    logic [ 4: 0] rd;
    opcode32_e    opcode;
  } utype_t;
  typedef struct packed {
    logic         imm20;
    logic [ 9: 0] imm10_1;
    logic         imm11;
    logic [ 7: 0] imm19_12;
    logic [ 4: 0] rd;
    opcode32_e    opcode;
  } jtype_t;
  typedef union packed {
    rtype_t rinst;
    itype_t iinst;
    stype_t sinst;
    btype_t binst;
    utype_t uinst;
    jtype_t jinst;
    logic [31:0] bits;
  } riscv_inst32_t;
endpackage:riscv_package
module BranchUnit
	#(parameter PW = 9)
	(input logic [PW-1:0] curr_pc,
	 input logic [31:0] imm_value,
	 input logic [31:0] alu_result,
	 input logic jalr_sel,
	 input logic branch_sel,
	 output logic [31:0] pc_imm,
	 output logic [31:0] pc_4,
	 output logic [31:0] pc_branch, 
	 output logic pc_sel
	 );
	 logic [31:0] pc_jal;
	 logic [31:0] pc_jalr;
	 logic [31:0] pc_32;
	 assign pc_32 = {23'b0, curr_pc};
	 assign pc_imm = pc_32 + imm_value;
	 assign pc_4 = pc_32 + 32'b001;  
	 assign pc_branch = (jalr_sel) ? alu_result : (branch_sel) ? pc_imm : 32'b0;
	 assign pc_sel = jalr_sel || branch_sel;
endmodule:BranchUnit
```

## flow/run.sh

```bash
#!/bin/bash
# OpenROAD 26Q1-2900-gdf79404cd8, Yosys 0.63+post, stock flow scripts
make -C /OpenROAD-flow-scripts/flow DESIGN_CONFIG=/design/flow/config.mk WORK_HOME=/design/flow/orfs finish
```

## flow/config.mk

```make
export PLATFORM = sky130hd
export DESIGN_NAME = BranchUnit
export DESIGN_NICKNAME = BranchUnit
export VERILOG_FILES = /design/flow/design.v
export SDC_FILE = /design/flow/constraint.sdc
export NUM_CORES = 4
export LEC_CHECK = 1
export CORE_AREA = 10 10 88 88
export DIE_AREA = 0 0 98 98
```

## flow/constraint.sdc

```tcl
current_design BranchUnit

set clk_period 11.4
set clk_io_pct 0.2

create_clock -name clk0 -period $clk_period

set non_clock_inputs [all_inputs -no_clocks]
set_input_delay [expr $clk_period * $clk_io_pct] -clock clk0 $non_clock_inputs
set_output_delay [expr $clk_period * $clk_io_pct] -clock clk0 [all_outputs]
```

==> flow_summary_export.csv <==
group,metric,value,unit
final_layout,lay_top_cells,"clkdlybuf4s50_1 (149), nand2_1 (32), nand3_1 (27), conb_1 (22), o211ai_1 (21)",
floorplanning,die_width,98,um
min_path,hold_path_class,"primary input to output pin",
critical_path,worstPathArrival,5.85,ns
min_path,whs_path_depth,4,
final_timing,finalSetupViolations,0,
final_timing,hold_viol_final,0,
run,maxCapViolations,0,
drt,finalWirelength,9940,um
global_route,grt_pass1_vias,2878,
yosys,synth.largest_area_cell,"buf_4",
yosys,avgSynthCellArea,6.79,um2
drt,drc,0,
placement,place_congestion,0.941,
final_layout,syn2layout_area_growth,64.9,%
final_layout,mostFrequentLayoutCell,"clkdlybuf4s50_1",
yosys,area_leaders,"buf_4 (8.2%), xor2_1 (7.6%), o211ai_1 (7.2%)",
final_timing,fin_hold_ws,5.50,ns
floorplanning,fp_util,0.372,
floorplanning,core_area,5920,um2
drt,drt_iter0_markers,139,
yosys,ys_types,53,
drt,antenna_left,0,
cts,postCtsSetupRepairBufs,0,
global_route,antenna_found_initial,0,
final_timing,maxSlewViolCount,0,
critical_path,path_cells,"clkdlybuf4s50_1 > ha_1 > fa_1 > a21o_1 > and3_1 > o211ai_2 > nand2_1 > o311ai_0 > clkdlybuf4s50_1",
critical_path,cpMaxStageDelayCell,"o211ai_2",
global_route,globalRouteOverflowTotal,0,
global_route,grt_usage,0.193,
global_route,grt_max_degree,48,
yosys,ys_seq_share,0,
placement,hpwlAfterDp,7990,um
power_and_ir_drop,leakagePower,1.35,nW
final_timing,fin_crit,8.13,ns
critical_path,cpPeakStageDelay,0.61,ns
floorplanning,die_h,98,um
yosys,yosys.area.top_type_share,0.0819,
drt,wire_per_inst,18.8,um
yosys,ys_chip_area,2200,um2
final_timing,max_slew_margin,0.447,
final_layout,n_clock_buffer,0,
critical_path,critPathMostFrequentCell,"clkdlybuf4s50_1",
global_route,grt_pass1_wl,15800,um
power_and_ir_drop,p_per_area,40.3,nW/um2
yosys,synthesis.instances,324,
final_timing,rsz0062_at_grt,"no",
drt,firstDrtPassIters,4,
critical_path,required,9.12,ns
final_layout,flop_area,0,um2
floorplanning,chipArea,9600,um2
yosys,ys_cells,324,
cts,post_cts_resized,0,
floorplanning,rows,28,
final_timing,period_used_share,0.713,
drt,vias,2968,
final_timing,tns,0,ns
placement,portBuffers,150,
final_layout,fillCellCount,564,
yosys,syn-cell-area,2200,um2
final_timing,postLayoutSetupSlackWorst,3.27,ns
floorplanning,boundaryPins,172,
run,warning_count,33,
final_layout,drive_gt1_frac,0.0287,
outcome,outcome,"finished clean",
final_layout,seq_cell_count,0,
placement,post-place-ws,3.29,ns
power_and_ir_drop,ir_worst_vdd,0.0222,mV
final_timing,max_freq,123,MHz
cts,ctsHoldBuffers,0,
drt,diodes,0,
critical_path,critical_path_class,"primary input to output pin",
final_layout,comb_area,1990,um2
critical_path,cp_max_fo,18,
critical_path,cp-end-kind,"output pin",
final_timing,worstMarginPinSlew,0.830,ns
drt,avgViaCountPerCell,5.62,
critical_path,start_kind,"primary input",
yosys,ys_warn_count,0,
report_power, final:
part           internal, W  switching (W)
sequential               0              0
clock                    0              0
combinational    0.0000878      0.0000584
total            0.0000878      0.0000584
synthesized netlist by cell type (7+ instances only):
library cell / instances
a21o_1: 7
buf_4: 24
o21ai_0: 8
xnor2_1: 15
and3_1: 8
a22o_1: 8
nand4_1: 12
ha_1: 10
a32oi_1: 14
o211ai_1: 21
clkbuf_1: 15
nand2_1: 32
nor2_1: 10
nand3_1: 27
or3_1: 9
xor2_1: 19
a21oi_1: 11
nor3_1: 13
kinds of logic after synthesis:
group,count (synthesis),share of synthesized area
XOR/XNOR,34,0.135
AND/OR/NAND/NOR,128,0.305
buffers and inverters,51,0.134
AND-OR/OR-AND,98,0.354
adder cells (fa/ha/maj),11,0.0660
other,1,0.00170
multiplexers,1,0.00455
through the flow:
stage	instances	area [um2]	utilization	total power, W
2_1_floorplan	345	2280	-	0.0000579
3_3_place_gp	528	3630	0.613	0.000147
3_5_place_dp	528	3630	0.613	0.000146
4_1_cts	528	3630	0.613	0.000148
5_1_grt	528	3630	0.613	0.000160
6_report	528	3630	0.613	0.000146
layout make-up:
cell class | count | share of cell area
Tap cell | 75 | 0.0259
Timing Repair Buffer | 153 | 0.419
Multi-Input combinational cell | 294 | 0.549
Inverter | 6 | 0.00621
worst max-delay path, delay by kind of cell:
kind / cells / cell delay, ns
AND-OR/OR-AND: 3 / 1.21
buffers and inverters: 2 / 1.08
adder cells (fa/ha/maj): 2 / 0.71
AND/OR/NAND/NOR: 2 / 0.55
routing by layer:
layer | up-vias | wire length (um) | part of all wire | GRT usage
li1 | 1484 | - | - | -
met1 | 1380 | 4340 | 0.44 | 0.249
met2 | 98 | 4890 | 0.49 | 0.332
met3 | 6 | 592 | 0.060 | 0.0405
met4 | 0 | 106 | 0.011 | 0.0168
met5 | - | 0 | 0 | 0
final timing paths:
check                 slack, ns          start       endpoint
worst min-delay path       5.50  alu_result[0]   pc_branch[0]
worst max-delay path       3.27     curr_pc[0]  pc_branch[26]
Power and IR drop assume default switching activity.
