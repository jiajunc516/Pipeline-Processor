==> /design/flow/design.v <==
package riscv_package;
  typedef enum logic [3:0]{
    ALU_AND = 4'b0000,
    ALU_OR  = 4'b0001,
    ALU_ADD = 4'b0010,
    ALU_SUB = 4'b0110,
    ALU_BLT  = 4'b0111,  
    ALU_SLT = 4'b1100,
    ALU_BEQ = 4'b0011,
    ALU_XOR = 4'b0100,
    ALU_BNE = 4'b0101,
    ALU_SRL = 4'b1000,
    ALU_SRA = 4'b1001,
    ALU_SLL = 4'b1010,
    ALU_BGE = 4'b1011,
    ALU_SLTU = 4'b1101,
    ALU_BLTU = 4'b1110,
    ALU_BGEU = 4'b1111
  } alu_operation_e;
  typedef  enum logic[6:0]{
    OP_LOAD       = 7'b0000011  ,
    OP_LOAD_FP    = 7'b0000111  ,
    OP_CUSTOM_0   = 7'b0001011  ,
    OP_MISC_MEM   = 7'b0001111  ,
    OP_OP_IMM     = 7'b0010011  ,
    OP_AUIPC      = 7'b0010111  ,
    OP_OP_IMM_32  = 7'b0011011  ,
    OP_STORE      = 7'b0100011  ,
    OP_STORE_FP   = 7'b0100111  ,
    OP_CUSTOM_1   = 7'b0101011  ,
    OP_AMO        = 7'b0101111  ,
    OP_OP         = 7'b0110011  ,
    OP_LUI        = 7'b0110111  ,
    OP_OP_32      = 7'b0111011  ,
    OP_MADD       = 7'b1000011  ,
    OP_MSUB       = 7'b1000111  ,
    OP_NMSUB      = 7'b1001011  ,
    OP_NMADD      = 7'b1001111  ,
    OP_OP_FP      = 7'b1010011  ,
    OP_CUSTOM_2   = 7'b1011011  ,
    OP_BRANCH     = 7'b1100011  ,
    OP_JALR       = 7'b1100111  ,
    OP_JAL        = 7'b1101111  ,
    OP_SYSTEM     = 7'b1110011  ,
    OP_CUSTOM_3   = 7'b1111011
  } opcode32_e;
  typedef struct packed  {
    logic [ 6: 0] func7;
    logic [ 4: 0] rs2;
    logic [ 4: 0] rs1;
    logic [ 2: 0] func3;
    logic [ 4: 0] rd;
    opcode32_e    opcode;
  } rtype_t;
  typedef struct packed {
    logic [11: 0] imm;
    logic [ 4: 0] rs1;
    logic [ 2: 0] func3;
    logic [ 4: 0] rd;
    opcode32_e    opcode;
  } itype_t;
  typedef struct packed {
    logic [ 6: 0] imm5_11;
    logic [ 4: 0] rs2;
    logic [ 4: 0] rs1;
    logic [ 2: 0] func3;
    logic [ 4: 0] imm0_4;
    opcode32_e    opcode;
  } stype_t;
  typedef struct packed {
    logic         imm12;
    logic [ 5: 0] imm10_5;
    logic [ 4: 0] rs2;
    logic [ 4: 0] rs1;
    logic [ 2: 0] func3;
    logic [ 3: 0] imm4_1;
    logic         imm11;
    opcode32_e    opcode;
  } btype_t;
  typedef struct packed {
    logic [19: 0] imm7;
    logic [ 4: 0] rd;
    opcode32_e    opcode;
  } utype_t;
  typedef struct packed {
    logic         imm20;
    logic [ 9: 0] imm10_1;
    logic         imm11;
    logic [ 7: 0] imm19_12;
    logic [ 4: 0] rd;
    opcode32_e    opcode;
  } jtype_t;
  typedef union packed {
    rtype_t rinst;
    itype_t iinst;
    stype_t sinst;
    btype_t binst;
    utype_t uinst;
    jtype_t jinst;
    logic [31:0] bits;
  } riscv_inst32_t;
endpackage:riscv_package
module register_file
  #(
    parameter AW =  5,
    parameter DW = 32
  )
  (
    input logic           clk,
    input logic           rst_n,
    input logic           wr_en,
    input logic  [AW-1:0] wr_addr,
    input logic  [DW-1:0] wr_data,
    input logic  [AW-1:0] rd_addr1,
    input logic  [AW-1:0] rd_addr2,
    output logic [DW-1:0] rd_data1,
    output logic [DW-1:0] rd_data2
    );
  logic [DW-1:0] regmem [2**AW-1:0];
  assign rd_data1 = regmem[rd_addr1];
  assign rd_data2 = regmem[rd_addr2];
  always_ff @(negedge clk)
    begin
      if(~rst_n)
        for(int i=0; i<2**AW; i=i+1)
          regmem[i] = '0;
      else if (wr_en)
        regmem[wr_addr] = wr_data;
    end
endmodule:register_file
==> /design/flow/run.sh <==
#!/bin/bash
# OpenROAD 26Q1-2900-gdf79404cd8, Yosys 0.63+post, stock flow scripts
make -C /OpenROAD-flow-scripts/flow DESIGN_CONFIG=/design/flow/config.mk WORK_HOME=/design/flow/orfs finish
==> /design/flow/config.mk <==
export PLATFORM = sky130hd
export DESIGN_NAME = register_file
export DESIGN_NICKNAME = register_file
export VERILOG_FILES = /design/flow/design.v
export SDC_FILE = /design/flow/constraint.sdc
export NUM_CORES = 4
export LEC_CHECK = 1
export CORE_UTILIZATION = 50
==> /design/flow/constraint.sdc <==
current_design register_file

set clk_period 11.4
set clk_io_pct 0.2

create_clock -name clk0 -period $clk_period [get_ports {clk}]

set non_clock_inputs [all_inputs -no_clocks]
set_input_delay [expr $clk_period * $clk_io_pct] -clock clk0 $non_clock_inputs
set_output_delay [expr $clk_period * $clk_io_pct] -clock clk0 [all_outputs]
==> GITHUB_STEP_SUMMARY <==
### Metrics collected by this job

| Metric | Value |
|---|---|
| Result of the run | `completed` |
| Remaining design rule violation count | `0` |
| Worst-margin pin slew | `between 1 and 1.5 ns` |
| Internal power contribution | `approximately 7.5 mW` |
| Worst Setup End Kind | `output pin` |
| Avg WL per Cell | `27.9 um` |
| Cell depth of the worst min-delay path | `6` |
| Comb pwr share | `between 10% and 20%` |
| Hold buffers post-CTS | `0` |
| Netlist area before placement | `55900 um^2` |
| Number of flip-flops under the largest register name | `a little over 1000` |
| Post-synthesis instance total | `~4600` |
| Drt total wl | `about 200 mm` |
| Unrepaired setup endpoints after global routing | `false` |
| Flip-flops with a built-in enable | `1024` |
| IO buf count | `~110` |
| Synthesized area per cell | `roughly 12 um^2` |
| Floorplan core density | `between 50% and 60%` |
| Global-route total usage across every layer | `about two fifths` |
| YS warnings | `1` |
| Share of the core filled with cells in the final layout | `60.6%` |
| Maximum ir drop on the vdd rail | `between 0.1 and 0.15 mV` |
| Max Buffers Root-to-Sink | `3` |
| Cell Type Count | `30` |
| TritonCTS clock tree | `built` |
| Clock transition at path regs | `about 0.03 ns` |
| Cell Chain, Critical Path | `mux2i_1 -> a22o_1 -> nor3_1 -> a31oi_1 -> nand3_1 -> clkdlybuf4s50_1` |
| Max-slew violation count | `0` |
| Areal power density over the cells | `162 nW/um^2` |
| Pin count of the biggest net entering global routing | `86` |
| GPL Wtd Cong | `a little over 0.9` |
| Proportion of register bits with asynchronous set or reset after synthesis | `0%` |
| Register bit count reported by yosys | `a little over 1000` |
| Horizontal die size | `approximately 340 um` |
| Via count | `42390` |
| Area growth syn-to-layout | `20.1%` |
| Antenna-violating nets left | `0` |
| Top cells by area | `sky130_fd_sc_hd__edfxtp_1 55%, sky130_fd_sc_hd__mux2i_1 18%, sky130_fd_sc_hd__and2_1 11%` |
| Number of I/O pins | `approximately 110` |
| Chip area line of the yosys report | `~56000 um^2` |
| Primary FF master, synth | `sky130_fd_sc_hd__edfxtp_1` |
| Overall overflow remaining after global route | `0` |
| Total count of hold-check failures in the final report | `0` |
| Total Power | `10.9 mW` |
| Worst path max stage delay | `a little over 0.6 ns` |
| Post-CTS resize count | `0` |
| Count of tool warnings | `between 1000 and 1500` |
| Sequential group share of total power | `approximately 41%` |
| Max-Cap Viols | `0` |
| First-pass GRT wire length | `288 mm` |
| Leakage | `~30 nW` |
| Clock group share of total power | `approximately half` |
| Number of antenna violations at the first check in global routing | `13` |
| Largest fanout on the critical path | `2` |
| Area of the placeable core | `between 100000 and 150000 um^2` |
| Number of clock sinks seen by CTS | `1024` |
| Max transition margin | `between 20 and 30%` |
| Category of the most critical setup path | `flip-flop to output pin` |
| Proportion of netlist area held by the largest area contributor | `approximately 55%` |
| Chip height | `336 um` |
| Total number of placement rows | `roughly 120` |
| Pre-Repair DR Iteration Count | `8` |
| Proportion of layout cells with a drive suffix above 1 | `under 10%` |
| Number of global-route vias before repair | `~45000` |
| Largest area contributor in the synthesized netlist | `sky130_fd_sc_hd__edfxtp_1` |
| Post-DP HPWL | `118 mm` |
| Net switching power figure | `between 3 and 4 mW` |
| Clk Tree Root Cell | `sky130_fd_sc_hd__clkbuf_16` |
| Area of the die | `113000 um^2` |
| Clock H-tree levels | `3` |
| Most common library cells after synthesis | `1026 x sky130_fd_sc_hd__and2_1, 1024 x sky130_fd_sc_hd__edfxtp_1, 1024 x sky130_fd_sc_hd__mux2i_1, 273 x sky130_fd_sc_hd__clkbuf_1, 197 x sky130_fd_sc_hd__nand2_1` |
| Net switching fraction of the power | `30.6%` |
| Hold Path Class | `primary input to output pin` |
| Buffers inserted during post-CTS setup optimization | `0` |
| Slowest CP cell | `sky130_fd_sc_hd__a31oi_1` |
| Seq share, synth | `a little under three fifths` |
| Pre-CTS worst setup slack | `0.866 ns` |
| Filler Cells Inserted | `~8700` |
| DRC violation total after the first TritonRoute iteration | `between 2000 and 3000` |
| Smallest setup slack after layout | `~0.50 ns` |
| Critical Path Start Type | `flip-flop` |
| Critical Path RT | `between 9 and 10 ns` |
| Count of instantiated cells in the yosys netlist | `roughly 4600` |
| Endpoints failing setup | `0` |
| Worst Path Arrival | `approximately 8.6 ns` |
| Vias per Instance | `roughly 6` |
| Most common cell in the synthesized netlist | `sky130_fd_sc_hd__and2_1` |
| Total CTS buffers | `~120` |
## placed cells by master, fill, tap and decap left out, drive strengths merged, types with 122 or more instances in the layout
cell    instances
buf           192
a21oi         192
clkbuf        122
a22oi         192
inv          1064
edfxtp       1024
nand3         193
a22o          128
mux2i        1024
and2         1026
nand2         197
## routing by layer
metal | vias to the layer above | part of all wire, % | track usage, % | wire length [um]
met2 | 2408 | 45 | 53.8 | 91200
met3 | 406 | 15 | 25.9 | 29800
met4 | 16 | 3.5 | 16.4 | 7070
met1 | 20512 | 36 | 49.8 | 72800
li1 | 19048 | - | - | -
met5 | - | 0.22 | 2.77 | 435
## worst max-delay path, delay by kind of cell (launching register included)
family	cells	cell delay [ns]
compound gates	2	0.86
buf+inv	1	0.49
flops	1	0.37
simple gates	2	0.31
mux	1	0.19
## area by class of cell
class / count / area [um^2] / area share, %
flip-flops and latches: 1024 / 30700 / 45.8
clock buffers: 122 / 3050 / 4.55
well taps: 1488 / 1860 / 2.78
multi-input cells: 3167 / 23700 / 35.3
repair buffers: 302 / 3000 / 4.46
diodes: 8 / 20.0 / 0.0298
clock inverters: 1119 / 4700 / 7.01
## power by group through the flow
stage                 Combinational [mW]  Clock [mW]  Sequential (mW)
after CTS                           1.12        5.39             4.48
after global routing                1.19        5.82             4.50
final                               1.13        5.25             4.49
## cells by family (layout without fill, tap and decap cells)
group / after synthesis / in the layout / share of synthesized area [%]
other: 0 / 8 / 0
buffers and inverters: 456 / 1543 / 3.64
AOI/OAI and AO/OA: 608 / 608 / 7.31
and+or+nand+nor: 1535 / 1535 / 15.6
muxes: 1024 / 1024 / 18.4
DFF: 1024 / 1024 / 55.1
## worst paths after layout
path | start | end | slack (ns)
worst max-delay path | regmem[7][13] | rd_data1[13] | 0.50
worst min-delay path | rd_addr1[1] | rd_data1[15] | 5.70
## stage by stage
stage,TNS [ns],instance area (um^2),hold WS [ns],std cells
floorplan,-4.03,55900,4.82,4647
global placement,0,59300,5.66,5982
detailed placement,0,59300,5.68,5982
CTS,0,67100,5.71,7222
global route,0,67100,5.77,7224
finish,0,67100,5.70,7230
Power figures rest on the tool's default switching activity, not on a simulated workload.
